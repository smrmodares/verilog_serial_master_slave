## /design/flow/config.mk

```make
export PLATFORM = sky130hd
export DESIGN_NAME = master
export DESIGN_NICKNAME = master
export VERILOG_FILES = /design/flow/design.v
export SDC_FILE = /design/flow/constraint.sdc
export NUM_CORES = 4
export LEC_CHECK = 1
export CORE_UTILIZATION = 30
```

## /design/flow/constraint.sdc

```tcl
current_design master

set clk_period 6.0
set clk_io_pct 0.2

create_clock -name clk0 -period $clk_period [get_ports {clk}]

set non_clock_inputs [all_inputs -no_clocks]
set_input_delay [expr $clk_period * $clk_io_pct] -clock clk0 $non_clock_inputs
set_output_delay [expr $clk_period * $clk_io_pct] -clock clk0 [all_outputs]
```

## /design/flow/design.v

```verilog
module master(
	inout serial,
	input reset, clk,
	input CS,
	input [15:0] mem_read,
	output reg r,
	output reg ready, ok, fail, checkerr, noAnswer
);
	reg [2:0] state_reg, state_next;
	reg [7:0] checksum;
	reg [31:0] send_next,send_reg;
	reg [4:0] cnt_next, cnt_reg;
	localparam [2:0]
	idle = 3'b000,
	init = 3'b001,
	send = 3'b010,
	recive = 3'b011,
	check = 3'b100,
	waiting = 3'b101;
	always @(posedge clk)
	begin
		if(reset == 1)
		begin
			state_reg <= idle;
			send_reg <= 0;
			cnt_reg <= 0;
		end
		else
		begin
			state_reg <= state_next;
			send_reg <= send_next;
			cnt_reg <= cnt_next;	
		end
	end
	assign serial = (state_reg == send) ? send_reg[cnt_reg] : 1'bz;
	integer i;
	always @*
	begin
		state_next = state_reg;
		checksum = 8'b0;
		send_next = send_reg;
		cnt_next = cnt_reg;
		r = 0;
		ready = 1'b0;
		ok = 1'b0;
		fail = 1'b0;
		checkerr = 1'b0;
		case(state_reg)
			idle:
				if (CS)
				begin
					state_next = init;
					r = 1;
				end
				else
					state_next = idle;
			init:
			begin
				r = 0;
				for (i = 0; i <= 7; i = i + 1) begin
					checksum[i] = mem_read[i + 8] + mem_read[i];
				end
				send_next = {8'b10101010, mem_read, checksum};
				cnt_next = 8'b0;
				r = 0;
				state_next = send;
			end
			send:
			begin
				if (cnt_reg == 'd31)
				begin
					cnt_next = 0;
					send_next = 0;
					state_next = waiting;
				end
				else
				begin
					cnt_next = cnt_reg + 1;
					state_next = send;
				end
			end
			recive:
			begin
				send_next = {serial, send_reg[31:1]};
				if (cnt_reg == 'd31)
				begin
					cnt_next = 0;
					state_next = check;
				end
				else
				begin
					cnt_next = cnt_reg + 1;
					state_next = recive;
				end
			end
			check:
			begin
				if (send_reg[31:24] != 8'b10101010 || send_reg[23:16] != 8'b0)
				begin
					noAnswer = 1;
					state_next = idle;
					ready = 1;
				end
				else
				begin
					for (i = 0; i <= 7; i = i + 1) begin
						checksum[i] = send_reg[i + 16] + send_reg[i + 8];
					end
					if (send_reg[7:0] == checksum)
					begin
						if (send_reg[15:8] == 'h01)
							ok = 1;
						else if (send_reg[15:8] == 'h00)
							fail = 1;
						else
							noAnswer = 1;
							ready = 1;
							state_next = init;
					end
					else
					begin
						checkerr = 1;
						ready = 1;
						state_next = init;
					end
				end
			end
			waiting:
				state_next = recive;
		endcase
	end
endmodule
```

## /design/flow/run.sh

```bash
#!/bin/bash
# OpenROAD 26Q1-2900-gdf79404cd8, Yosys 0.63+post, stock flow scripts
make -C /OpenROAD-flow-scripts/flow DESIGN_CONFIG=/design/flow/config.mk WORK_HOME=/design/flow/orfs finish
```

==> writeup.txt <==
The flow did not finish. The run ended at clock tree synthesis. The first error in the log reads "[error] [KeplerFormal.cpp:679] Workflow failed: Iso has multiple drivers: .serial0, _278_.Y0". Measured along the y axis, the die boundary spans 94.54 µm. With the post-cts hold buffer count at 0, the total number of clock tree sinks is 43.

CTS placed an instance of sky130_fd_sc_hd__clkbuf_8 at the clock tree root. The leading register cell type out of synthesis was sky130_fd_sc_hd__dfxtp_1. The post-synthesis chip area from yosys came out at 2569 µm². According to the floorplan log, the row count is 33.

For this design the top-level I/O count stands at 26. The largest buffer count on any clock path is 2, and the worst setup timing slack at the placement stage is 2.555 ns. In this run, distinct cell masters in the synthesized netlist total 38. The synthesis log from Yosys contains 2 warnings. The number of buffers added for setup after CTS came out at 0. Detailed placement reports a standard cell area of 2833 µm². By area the synthesized netlist is led by sky130_fd_sc_hd__dfxtp_1, sky130_fd_sc_hd__a221oi_2, sky130_fd_sc_hd__mux2i_1.

During placement, the flow inserted port buffers numbering 23. The synthesized area per cell was 9.077 µm². With the top-area cell type share of the netlist area at 0.3351, the share of the yosys chip area belonging to registers is 0.3351. Per the synth log, the flip-flop and latch total comes to 43. The run gives 0.3111 for the fraction of the core area occupied by cells at floorplan. For this run the detailed placement stage logged an HPWL of 4.130 mm. In this run, CTS created clock tree buffers numbering 5.

The routability congestion estimate from global placement is 0.9332. The synthesized instance count is 283. The share of flip-flops with an asynchronous set or reset after synthesis works out to 0. The run gives 0 for the number of cells upsized or downsized after cts. The synthesized netlist occupies a cell area of 2569 µm². The tools report the number of standard cells reported by yosys as 283.

Per the synthesis report, the dominant area consumer among library cells is sky130_fd_sc_hd__dfxtp_1. From left edge to right edge, the die measures 94.54 µm. The H-tree was split into 2 levels.

The number of enable-type register cells in the synthesized netlist is 0.
-- cell families after synthesis --
group / synth area share
AND/OR/NAND/NOR: 0.2533
AND-OR/OR-AND: 0.1866
flip-flops: 0.3351
buffers and inverters: 0.06576
XOR/XNOR: 0.08183
multiplexers: 0.06624
adder cells (fa/ha/maj): 0.009740
other: 0.001460
-- metrics by stage --
step	cells	util
floorplan	283	-
global placement	393	0.3430
detailed placement	393	0.3430
-- synth_stat cells (6+ instances only) --
cell type and n:
sky130_fd_sc_hd__xnor2_1 8, sky130_fd_sc_hd__a21oi_1 13, sky130_fd_sc_hd__a221oi_2 16, sky130_fd_sc_hd__nor3_2 17
sky130_fd_sc_hd__nand3_1 10, sky130_fd_sc_hd__nor2_1 40, sky130_fd_sc_hd__nor3_1 14, sky130_fd_sc_hd__inv_1 7
sky130_fd_sc_hd__xor2_1 16, sky130_fd_sc_hd__a221oi_1 8, sky130_fd_sc_hd__buf_2 12, sky130_fd_sc_hd__mux2i_1 17
sky130_fd_sc_hd__clkbuf_1 6, sky130_fd_sc_hd__dfxtp_1 43, sky130_fd_sc_hd__nand2_1 9
