`config.mk`:
```
export PLATFORM = sky130hd
export DESIGN_NAME = mem
export DESIGN_NICKNAME = mem
export VERILOG_FILES = /design/flow/design.v
export SDC_FILE = /design/flow/constraint.sdc
export NUM_CORES = 4
export LEC_CHECK = 1
export CORE_UTILIZATION = 40
```
`constraint.sdc`:
```
current_design mem

set clk_period 4.9
set clk_io_pct 0.2

create_clock -name clk0 -period $clk_period [get_ports {clk}]

set non_clock_inputs [all_inputs -no_clocks]
set_input_delay [expr $clk_period * $clk_io_pct] -clock clk0 $non_clock_inputs
set_output_delay [expr $clk_period * $clk_io_pct] -clock clk0 [all_outputs]
```
`design.v`:
```
module mem(r,w,in,out,address,clk,cs);
	input r,w,cs;
	input [15:0] in;
	output reg [15:0] out;
	input clk;
	input [3:0] address;
	reg [15:0] mem[0:15];
	always @(posedge clk)
	begin
		if(cs)
		begin
			if(r)
				out<=mem[address];
			else if(w)
				mem[address]<=in;
		end	
		else
			out<=16'bz;
	end	
endmodule
```
`run.sh`:
```
#!/bin/bash
# OpenROAD 26Q1-2900-gdf79404cd8, Yosys 0.63+post, stock flow scripts
make -C /OpenROAD-flow-scripts/flow DESIGN_CONFIG=/design/flow/config.mk WORK_HOME=/design/flow/orfs finish
```
==> results.json <==
{
  "vias_per_cell": 5.47,
  "die_height_um": 162,
  "dr_total_vias": 4691,
  "grt_max_degree": 64,
  "place.gp.congestion": 0.834,
  "ios": 40,
  "numSynthFlops": 272,
  "fin_total_pwr_mw": 4.99,
  "pre_cts_ws_ns": 1.59,
  "postSynthAreaPerCell_um2": 23.4,
  "startpoint": "address[2]",
  "drive_gt1_share_pct": 29.4,
  "grt_pass1_wl_mm": 31.9,
  "overflow": 0,
  "h-tree-depth": 1,
  "design.core.area_um2": 25200,
  "rr_endpoint": "out[11]$_DFFE_PP_",
  "fin_worst_skew_ns": 0.00853,
  "finalSetupViolCount": 0,
  "worstSkewPairLatency_ns": 0.53,
  "rows": 58,
  "drt-initial-drc-count": 277,
  "io_buffer_count": 39,
  "fmax_mhz": 354,
  "ys_cells": 439,
  "firstDrtPassIters": 4,
  "cap_viol_max_count": 0,
  "lay_top_count": "edfxtp_1",
  "slew_headroom_pct": 31.7,
  "crit_type": "in -> reg",
  "critPathCaptureType": "flop",
  "warning_count": 25,
  "cts_setup_buffers": 0,
  "hold_buffers": 0,
  "cts_tree": "built",
  "finalHoldViolCount": 0,
  "ys_types": 21,
  "fin_crit_ns": 2.82,
  "nFillCells": 1953,
  "ys_chip_area_um2": 10300,
  "fin_setup_tns_ns": 0,
  "setup_slack_ns": 2.08,
  "final_core_util_pct": 48.0,
  "grt_pass1_vias": 5298,
  "initial_core_util_pct": 40.7,
  "syn_to_final_growth_pct": 17.9,
  "whs_ns": 0.761,
  "netlist_area_um2": 10300,
  "chipWidth_um": 162,
  "yosysWarnings": 2,
  "ant_nets": 0,
  "worstReg2RegStart": "mem[11][11]$_DFFE_PP_",
  "reg2reg_depth": 3,
  "wl_per_cell_um": 25.0,
  "hold_path.class": "reg -> reg",
  "wl_mm": 21.4,
  "clock_sinks": 272,
  "drc": 0,
  "cts_root_buf": "clkbuf_16",
  "path_max_fanout": 11,
  "status": "finished clean",
  "hp-start": "mem[14][10]$_DFFE_PP_",
  "required_ns": 5.12,
  "drv_slew": 0,
  "yosys.stat.seqShare_pct": 79.6,
  "dieArea_um2": 26300,
  "tightest_slew_ns": 1.02,
  "r2r_slack_ns": 3.46,
  "cp_data_arrival_time_ns": 3.04,
  "cts_buffers": 28,
  "rsz0062_at_grt": "no",
  "grtUsageTotal_pct": 18.7,
  "syn_inst": 439,
  "clockBufferDepth": 3,
  "power.leakage_nw": 3.80,
  "antenna_cells": 0,
  "mostFrequentLayoutCells": "edfxtp_1 (272), mux4_2 (64), clkdlybuf4s50_1 (37), clkbuf_16 (29), a22oi_1 (26)",
  "antenna_found_initial": 0,
  "startpoint_type": "input pin",
  "p_per_area_nw_per_um2": 413,
  "ir_drop_mv": 0.212,
  "cts-resized-gates": 0,
  "path_clk_slew_ns": 0.06,
  "min_delay_path_depth": 3,
  "dp_hpwl_mm": 12.5,
  "period_used_pct": 57.6,
  "holdPathEnd": "out[10]$_DFFE_PP_"
}
-- per-layer routing --
metal | track usage (%) | vias up | part of all wire [%]
met5 | 0 | - | 0
met4 | 3.47 | 0 | 2.1
met3 | 12.4 | 35 | 14
met2 | 28.6 | 299 | 51
met1 | 23.8 | 2357 | 34
li1 | - | 2000 | -
-- critical path: stages --
cell	delay (ns)
clkdlybuf4s50_1	0.78
nand2_1	0.27
nor2_2	0.65
buf_4	0.35
-- final cells by class --
type                       instances  area (um^2)  share of cell area [%]
multi-input combinational        141         1970                    16.3
clock inverter                    17          216                    1.79
tap                              330          413                    3.41
inverter                           1         3.75                  0.0310
timing repair buffer              63          576                    4.76
sequential                       272         8170                    67.5
clock buffer                      34          744                    6.16
-- how the worst max path moves through the flow --
stage	endpoint	slack (ns)	cells past startpoint
CTS	out[7]$_DFFE_PP_	2.13	5
global route	mem[15][0]$_DFFE_PP_	1.97	4
finish	mem[15][0]$_DFFE_PP_	2.08	4
-- flip-flops by register name, indices dropped and copies added, names as in the netlist --
signal / cells
mem: 256
out: 16
-- kinds of logic (layout without fill, tap and decap cells) --
| family | Yosys count | count (layout) | share of synthesized area (%) |
|---|---|---|---|
| AND-OR/OR-AND | 32 | 32 | 2.63 |
| buffers and inverters | 26 | 115 | 1.69 |
| flip-flops | 272 | 272 | 79.6 |
| multiplexers | 64 | 64 | 14.0 |
| AND/OR/NAND/NOR | 45 | 45 | 2.02 |
-- Yosys cell counts --
cell type / number / area, um^2
nand3b_1: 1 / 7.51
or3b_1: 2 / 17.5
buf_2: 9 / 45.0
mux4_2: 64 / 1440
nand4_1: 1 / 6.26
clkbuf_1: 9 / 33.8
buf_12: 3 / 60.1
buf_4: 2 / 15.0
a22oi_2: 6 / 75.1
nand2b_1: 2 / 12.5
and2_1: 1 / 6.26
a22oi_1: 26 / 195
inv_1: 1 / 3.75
clkbuf_2: 1 / 5.00
or3_1: 1 / 6.26
nor3_1: 4 / 20.0
nor2b_1: 3 / 18.8
nor2_1: 13 / 48.8
buf_6: 1 / 11.3
edfxtp_1: 272 / 8170
nand2_1: 17 / 63.8
-- report_power, final --
| part | switching (mW) | internal [mW] | total [mW] |
|---|---|---|---|
| combinational | 0.121 | 0.110 | 0.230 |
| sequential | 0.00912 | 2.60 | 2.61 |
| clock | 0.817 | 1.34 | 2.16 |
-- through the flow --
step | instances | area, um^2
final | 858 | 12100
after global placement | 807 | 11100
after global routing | 858 | 12100
after floorplan | 439 | 10300
after detailed placement | 807 | 11100
after CTS | 858 | 12100
